==> flow/design.v <==
`timescale 1ns/1ps
`default_nettype none
module encoder_4b_5b(in, out);
  input wire [3:0] in;
  output reg [4:0] out;
  always @*
  begin
    case (in)
      4'b0000 : out <= 5'b00100;
      4'b0001 : out <= 5'b00101;
      4'b0010 : out <= 5'b00110;
      4'b0011 : out <= 5'b01001;
      4'b0100 : out <= 5'b01010;
      4'b0101 : out <= 5'b01011;
      4'b0110 : out <= 5'b01100;
      4'b0111 : out <= 5'b01101;
      4'b1000 : out <= 5'b10010;
      4'b1001 : out <= 5'b10011;
      4'b1010 : out <= 5'b10100;
      4'b1011 : out <= 5'b10101;
      4'b1100 : out <= 5'b10110;
      4'b1101 : out <= 5'b11001;
      4'b1110 : out <= 5'b11010;
      4'b1111 : out <= 5'b11011;
    endcase
  end
endmodule
`timescale 1ns/1ps
`default_nettype none
module encoder_8b_10b(word_in, long_word_out);
  input wire [7:0] word_in;
  output reg [9:0] long_word_out;
  wire [9:0] temp;
  encoder_4b_5b high_nibble(word_in[7:4], temp[9:5]);
  encoder_4b_5b low_nibble(word_in[3:0], temp[4:0]);
  always @*
  begin
    long_word_out <= temp;
  end
endmodule
==> flow/run.sh <==
#!/bin/bash
# OpenROAD 26Q1-2900-gdf79404cd8, Yosys 0.63+post, stock flow scripts
make -C /OpenROAD-flow-scripts/flow DESIGN_CONFIG=/design/flow/config.mk WORK_HOME=/design/flow/orfs finish
==> flow/config.mk <==
export PLATFORM = sky130hd
export DESIGN_NAME = encoder_8b_10b
export DESIGN_NICKNAME = encoder_8b_10b
export VERILOG_FILES = /design/flow/design.v
export SDC_FILE = /design/flow/constraint.sdc
export NUM_CORES = 4
export LEC_CHECK = 1
export CORE_AREA = 10 10 70 70
export DIE_AREA = 0 0 80 80
==> flow/constraint.sdc <==
current_design encoder_8b_10b

set clk_period 1.0
set clk_io_pct 0.2

create_clock -name clk0 -period $clk_period

set non_clock_inputs [all_inputs -no_clocks]
set_input_delay [expr $clk_period * $clk_io_pct] -clock clk0 $non_clock_inputs
set_output_delay [expr $clk_period * $clk_io_pct] -clock clk0 [all_outputs]
==> flow_summary.yaml <==
# synthesis and place-and-route metrics
detailed_routing:
  vias: 271
  ant_nets: 0
  drt_iter0_drc: 8
  drt-wirelength-per-cell_um: 8.11
  drt-total-wl_um: 779
  drtPass1Iterations: 4
  drcViolationCount: 0
  diodes: 0
  vias_per_cell: 2.82
timing:
  drv_slew: 0
  slew_headroom_pct: 91.3
  tightest_slew_ns: 0.126
  hold_slack_ns: 0.604
  finalSetupViolations: 3
  finalCritPeriodShare_pct: 109
  rsz0062_at_grt: "yes"
  fin_crit_ns: 1.09
  final_hold_viol_count: 0
  clock.fmax_mhz: 917
  finalWorstSetupSlack_ns: -0.0908
  setup_tns_ns: -0.197
placed_design:
  portBuffers: 18
  place_congestion: 0.613
  dp_hpwl_um: 624
  place_ws_ns: -0.932
  dp.cells: 94
  post_dp_cell_area_sq_um: 412
floorplanning:
  core_sq_um: 3420
  die_w_um: 80
  initial_core_util_pct: 5.24
  die_y_um: 80
  dieArea_sq_um: 6400
  rows: 21
  io_pins: 18
yosys:
  top_cell_area_share_pct: 16.8
  area_leaders: "buf_4 17%, a21oi_1 11%, o21ai_0 8.4%, inv_1 8.4%, mux2_2 6.3%"
  avgSynthCellArea_sq_um: 5.77
  largest_area_cell: "buf_4"
  syn-cell-area_sq_um: 179
  yosys_area_sq_um: 179
  ys_cells: 31
  synthCells: 31
  synth_cell_types: 17
  ys_warn_count: 2
  common_cells: "4 x a21oi_1, 4 x buf_4, 4 x inv_1"
  ys_seq_share_pct: 0
run_status:
  status: "complete, but fails checks"
  failed_checks: "setup timing"
cells_and_area:
  final-instance-count-excl-fill: 96
  regArea_sq_um: 0
  syn_to_final_growth_pct: 162
  fin_util_pct: 13.7
  clock_buffers: 0
  num-fill-cells: 392
  design_area_sq_um: 468
  drive_above_1_share_pct: 62.0
  ff_count: 0
global_routing:
  grt_max_degree: 8
  grt_usage_pct: 2.15
  grt_pass1_wl_mm: 1.21
  grt-ovfl-total: 0
  first_global_vias: 274
  antenna_found_initial: 0
critical_path:
  critPathKind: "input pin to output port"
  crit_chain: "buf_8 -> nand2_1 -> mux2_4 -> o21a_1 -> buf_2"
  crit_arrival_ns: 0.89
  cp_slowest_cell: "mux2_4"
  crit_path_end_kind: "output port"
  critPathRequiredTime_ns: 0.80
  path_buffers: 2
  crit_family: "multiplexers"
  max_stage_delay_ns: 0.28
  crit_fanout: 5
  start_kind: "input pin"
power:
  clockPowerShare_pct: 0
  switching_share_pct: 36.5
  power_density_nw_per_um2: 395
  power_leakage_nw: 0.215
  ir_worst_vdd_mv: 0.150
  power_switching_uw: 67.5
  p_total_uw: 185
  intPower_uw: 118
  p_comb_share_pct: 100.0
  p_seq_share_pct: 0
worst_hold_path:
  hp-class: "input pin to output port"
job:
  maxCapViolCount: 0
  warning_count: 34
clock_tree:
  ctsHoldBuffers: 0
-- placed cells by master (no fill, tap or decap), drive strengths merged --
master and count:
clkdlybuf4s15 1, xor2 1, buf 18, o21ai 5, inv 4, dlygate4sd2 2
nor3 1, clkdlybuf4s50 1, mux2i 1, o21a 1, clkbuf 1, mux2 1
nand2 1, nand2b 1, nand3 1, o22ai 1, dlymetal6s2s 1, nor2 3
o22a 1, a21oi 4
-- worst paths after layout --
path	startpoint	slack, ns	cells past startpoint	end
hold / removal	word_in[4]	0.60	2	long_word_out[5]
setup / recovery	word_in[7]	-0.09	5	long_word_out[6]
-- area by class of cell --
type                       count  area (sq um)  share of cell area, %
tap                           46          57.6                   12.3
inverter                       4          15.0                   3.21
multi-input combinational     22           169                   36.1
timing repair buffer          24           226                   48.4
-- power by group through the flow --
stage	Sequential (mW)	Clock (mW)	Combinational, mW
4_1_cts	0	0	0.187
5_1_grt	0	0	0.204
6_report	0	0	0.185
-- logic make-up (layout without fill, tap and decap cells) --
group           Yosys count  in the layout  synth area share [%]
mux                       2              2                  11.9
xor+xnor                  1              1                  4.90
compound gates           12             12                  37.8
simple gates              7              7                  17.5
buf+inv                   9             28                  28.0
-- metal layers --
layer  track usage [%]  vias up  share of wire (%)
li1                  -      143                  -
met1              2.83      114                 50
met2              3.45       14                 41
met3             0.795        0                9.5
met4                 0        0                  0
met5                 0        -                  0
-- timing repair --
action,CTS,global route
endpoints found under the setup margin,10,6
pin swaps,7,3
setup buffers,1,1
resized,81,3
Power is estimated from default activity; no workload was simulated.
