==> design.v <==
`timescale 1ns/1ps
`default_nettype none
module decoder_10b_8b(in, en, out);
  input wire [9:0] in;
  output reg [7:0] out;
  input wire en;
  wire [7:0] temp;
  decoder_5b_4b high_half(in[9:5], en, temp[7:4]);
  decoder_5b_4b low_half(in[4:0], en, temp[3:0]);
  always @*
  begin
    out <= temp;
  end
endmodule
`timescale 1ns/1ps
`default_nettype none
module decoder_5b_4b(in, en, out);
  input wire [4:0] in;
  output reg [3:0] out;
  input wire en;
  always @*
  begin
    if(en)
      begin
      case (in)
        5'h04   : out <= 4'b0000;
        5'h05   : out <= 4'b0001;
        5'h06   : out <= 4'b0010;
        5'h09   : out <= 4'b0011;
        5'h0a   : out <= 4'b0100;
        5'h0b   : out <= 4'b0101;
        5'h0c   : out <= 4'b0110;
        5'h0d   : out <= 4'b0111;
        5'h12   : out <= 4'b1000;
        5'h13   : out <= 4'b1001;
        5'h14   : out <= 4'b1010;
        5'h15   : out <= 4'b1011;
        5'h16   : out <= 4'b1100;
        5'h19   : out <= 4'b1101;
        5'h1a   : out <= 4'b1110;
        5'h1b   : out <= 4'b1111;
        default : out <= 4'bzzzz;
      endcase
      end
    else
      out <= 4'bzzzz;
  end
endmodule
==> run.sh <==
#!/bin/bash
# OpenROAD 26Q1-2900-gdf79404cd8, Yosys 0.63+post, stock flow scripts
make -C /OpenROAD-flow-scripts/flow DESIGN_CONFIG=/design/flow/config.mk WORK_HOME=/design/flow/orfs finish
==> config.mk <==
export PLATFORM = sky130hd
export DESIGN_NAME = decoder_10b_8b
export DESIGN_NICKNAME = decoder_10b_8b
export VERILOG_FILES = /design/flow/design.v
export SDC_FILE = /design/flow/constraint.sdc
export NUM_CORES = 4
export LEC_CHECK = 1
export CORE_AREA = 10 10 70 70
export DIE_AREA = 0 0 80 80
==> constraint.sdc <==
current_design decoder_10b_8b

set clk_period 1.0
set clk_io_pct 0.2

create_clock -name clk0 -period $clk_period

set non_clock_inputs [all_inputs -no_clocks]
set_input_delay [expr $clk_period * $clk_io_pct] -clock clk0 $non_clock_inputs
set_output_delay [expr $clk_period * $clk_io_pct] -clock clk0 [all_outputs]
==> flow_summary_export.csv <==
group,metric,value,unit
grt,grt_pass1_vias,303,
die,initial_core_util,6.410,%
power_and_ir_drop,fin_total_pwr,0.1973,mW
run,maxCapViolations,0,
die,die_y,80,um
synth,ys_sh_xor,4.000,%
worst_hold_path,hold_path_class,"primary input to primary output",
timing,max_slew.worst_pin.slew,0.1849,ns
grt,grt_max_degree,9,
outcome,outcome,"complete, but fails checks",
synth,synthAoiAreaFrac,56.57,%
grt,track_usage,2.309,%
routing,drtPass1Iterations,2,
timing,relSlewSlack,87.65,%
routing,drc,0,
cells_and_area,syn2layout_area_growth,136.0,%
placed_design,dp_cells,102,
power_and_ir_drop,p_leak,0.2261,nW
cells_and_area,flop-count,0,
routing,ant_nets,0,
synth,synthMuxAreaShare,0,%
timing,fmax,894.0,MHz
placed_design,pre_cts_slack,-0.8750,ns
synth,ys_cells,34,
cells_and_area,clkbuf_count,0,
worst_setup_path,critPathCaptureType,"primary output",
timing,slew_violations,0,
die,io_pins,19,
power_and_ir_drop,power.density,381.8,nW/um^2
cts,cts_hold_buf,0,
grt,grt_pass1_wl,1311,um
synth,ys_chip_area,219.0,um^2
synth,yosys_warnings,4,
timing,rsz0062_at_grt,"true",
synth,yosysSeqAreaShare,0,%
cells_and_area,seq_area,0,um^2
worst_setup_path,endpoint,"out[5]",
worst_setup_path,crit_fanout,5,
timing,timing.final.crit_period,1.119,ns
routing,vias_per_cell,3.077,
power_and_ir_drop,ir_drop,0.0001324,V
outcome,violations,"setup timing",
worst_setup_path,worstPathArrival,0.92,ns
die,core-area,3416,um^2
placed_design,port_buffers,18,
cells_and_area,drive_gt1_share,63.79,%
routing,drt_wl_total,845,um
routing,diodes,0,
routing,wl_per_cell,8.125,um
worst_setup_path,start_kind,"primary input",
synth,synth_cells,34,
grt,grt_antenna_before_repair,0,
synth,logic_family,"AND-OR/OR-AND gates",
worst_setup_path,crit_required,0.80,ns
grt,grt.overflow.total,0,
cells_and_area,final_layout_top_logic_cells,"8 x buf_2, 8 x buf_4, 5 x buf_6",
routing,drt_iter0_drc,6,
timing,hold_slack,0.7388,ns
synth,fa_ha_area_share,0,%
placed_design,place_area,485.5,um^2
synth,synth_area,219.0,um^2
synth,synthDistinctLibCells,20,
routing,vias,320,
worst_setup_path,worstSetupPathType,"primary input to primary output",
placed_design,dp.final_hpwl,688.3,um
synth,syn_avg_cell_area,6.440,um^2
timing,final-hold-violation-count,0,
timing,setup_tns,-0.1746,ns
cells_and_area,fin_cells,104,
timing,worst_slack,-0.1185,ns
worst_setup_path,crit_path_start,"in[7]",
timing,setup_viol,2,
cells_and_area,final_util,15.13,%
die,chipArea,6400,um^2
die,row_count,21,
die,fp.dieW,80,um
placed_design,gp_congestion,0.7037,
cells_and_area,final_area,516.7,um^2
run,tool_warnings,35,
timing,finalCritPeriodShare,111.9,%
synth,yosys.area_share.simple,16.57,%
[worst max-delay path, cell delays in order]
cell and delay (ns):
buf_8 0.10, or3b_4 0.38, o21ai_2 0.07, a21oi_2 0.06, buf_2 0.11
[power by group]
| group | switching, mW | total [mW] | internal, mW |
|---|---|---|---|
| clock | 0 | 0 | 0 |
| sequential | 0 | 0 | 0 |
| combinational | 0.0739 | 0.197 | 0.123 |
| total | 0.0739 | 0.197 | 0.123 |
[Yosys cell counts]
cell       number  area [um^2]
o22ai_1         1        6.260
a211oi_1        1        7.510
inv_2           1        3.750
or3b_1          1        8.760
nand2_1         1        3.750
inv_1           4        15.01
o21ai_1         3        15.01
xor2_1          1        8.760
a22o_1          1        8.760
a21oi_1         5        25.02
buf_4           2        15.01
o2bb2ai_1       1        8.760
buf_6           1        11.26
a21oi_2         1        8.760
and3b_1         1        8.760
o21ai_0         4        20.02
buf_2           1        5.000
o21ai_2         1        8.760
nand3b_1        2        15.01
a221oi_2        1        15.01
[how the worst min path moves through the flow]
stage | startpoint | to | slack (ns) | cells after the start
4_1_cts | in[6] | out[4] | 0.75 | 4
5_1_grt | in[6] | out[4] | 0.76 | 4
6_report | in[6] | out[4] | 0.74 | 4
[routing by layer]
| layer | vias up | GRT usage, % | share of wire [%] |
|---|---|---|---|
| li1 | 171 | - | - |
| met2 | 10 | 3.451 | 46 |
| met5 | - | 0 | 0 |
| met3 | 0 | 0.9091 | 9.9 |
| met1 | 139 | 3.230 | 44 |
| met4 | 0 | 0 | 0 |
[logic make-up (layout without fill, tap and decap cells)]
family | count (synthesis) | in the layout
AND-OR/OR-AND | 19 | 19
XOR/XNOR | 1 | 1
buffers and inverters | 9 | 33
AND/OR/NAND/NOR | 5 | 5
[final cells by class]
class	instances	area (um^2)
fill	403	2899
inverter	5	18.77
multi-input combinational	25	193.9
tap	46	57.56
timing repair buffer	28	246.5
[what timing repair did]
item                       4_1_cts  5_1_grt
resized                         78        9
pin swaps                        8        5
setup buffers                    2        0
setup endpoints to repair        8        5
Power is estimated from default activity; no workload was simulated.
