[flow/config.mk]
export PLATFORM = sky130hd
export DESIGN_NAME = dff_up_counter_4b
export DESIGN_NICKNAME = dff_up_counter_4b
export VERILOG_FILES = /design/flow/design.v
export SDC_FILE = /design/flow/constraint.sdc
export NUM_CORES = 4
export LEC_CHECK = 1
export CORE_AREA = 10 10 70 70
export DIE_AREA = 0 0 80 80
[flow/constraint.sdc]
current_design dff_up_counter_4b

set clk_period 1.6
set clk_io_pct 0.2

create_clock -name clk0 -period $clk_period [get_ports {clk}]

set non_clock_inputs [all_inputs -no_clocks]
set_input_delay [expr $clk_period * $clk_io_pct] -clock clk0 $non_clock_inputs
set_output_delay [expr $clk_period * $clk_io_pct] -clock clk0 [all_outputs]
[flow/design.v]
`timescale 1ns/1ps
`default_nettype none
module dff_up_counter_4b(clk, rst, cnt_of_10);
  input wire clk;
  input wire rst;
  output reg cnt_of_10;
  reg [3:0] count;
  always @ (posedge clk)
  if(rst) begin
    count <= 4'b0000;
  end
  else begin
    count <= count + 1;
    if(count == 4'b1001) begin
      count <= 4'b0000;
      cnt_of_10 <= 1;
    end
    else begin
      cnt_of_10 <= 0;
    end
  end
endmodule
[flow/run.sh]
#!/bin/bash
# OpenROAD 26Q1-2900-gdf79404cd8, Yosys 0.63+post, stock flow scripts
make -C /OpenROAD-flow-scripts/flow DESIGN_CONFIG=/design/flow/config.mk WORK_HOME=/design/flow/orfs finish
==> impl_metrics.csv <==
group,metric,value,unit
run_status,status,"finished clean",
setup_path,path_depth,1,
logic_synthesis,yosysCellCount,22,
setup_path,r2r_cells,4,
setup_path,reg2reg_slack,0.39,ns
setup_path,end_kind,"output pin",
clocking,htree_levels,1,
logic_synthesis,synth.distinct_cells,14,
grt,grt_first_pass_wirelength,703,µm
clocking,worstSkewPairLatency,0.24,ns
floorplan,die_x,80,µm
setup_path,critPathLaunch,"cnt_of_10",
timing,fmax,751,MHz
flow_run,warnings,26,
clocking,cts_tree,"done",
flow_run,max_cap_viol_count,0,
grt,grt_max_degree,8,
final_layout,final_area,322,µm²
timing,maxSlewHeadroom,81.3,%
logic_synthesis,yosysChipArea,215,µm²
clocking,holdBufCountCts,0,
floorplan,pin_count,3,
setup_path,reg2reg_from,"count[1]",
logic_synthesis,ys_warn_count,1,
grt,globalRouteTotalUtil,1.55,%
setup_path,crit_family,"buffers and inverters",
floorplan,fp_util,6.30,%
routing,drt-total-wl,409,µm
timing,hold_viol_final,0,
place,dp_hpwl,300,µm
final_layout,layout_top_cell,"dfxtp_1",
floorplan,dieArea,6400,µm²
clocking,clkSinkCount,5,
final_layout,syn_to_final_growth,49.4,%
setup_path,cp_cell_sequence,"clkdlybuf4s50_1",
clocking,cts_resized,0,
place,place_congestion,0.703,
logic_synthesis,mappedNetlistArea,215,µm²
grt,grt_pass1_vias,161,
clocking,root_buffer,"clkbuf_4",
logic_synthesis,ys_ff,5,
clocking,postCtsSetupRepairBufs,0,
timing,min_period,1.33,ns
routing,via_per_inst,2.27,
min_path,min_path_type,"register to register",
setup_path,required,1.28,ns
place,portBuffers,2,
final_layout,drive_above_1_share,10.7,%
floorplan,num_rows,21,
routing,postRouteAntennaNets,0,
setup_path,path_max_fanout,1,
routing,vias,170,
grt,gr-total-overflow,0,
floorplan,die_h,80,µm
pwr,p_leak,0.108,nW
setup_path,crit_type,"register to output pin",
logic_synthesis,avgSynthCellArea,9.78,µm²
logic_synthesis,syn_inst,22,
pwr,p_per_area,954,nW/µm²
clocking,cts_buffer_depth,2,
timing,fin_crit_sh,83.2,%
floorplan,core-area,3420,µm²
setup_path,slowest_delay,0.46,ns
timing,maxSlewViolCount,0,
clocking,numCtsBuffers,3,
setup_path,reg2reg_to,"count[3]",
final_layout,final_cell_mix,"dfxtp_1, nor2_1, clkbuf_4",
timing,rsz0062_at_grt,"false",
setup_path,crit_path_start_kind,"register",
routing,dr.pass1.iters,2,
setup_path,crit_slowest_cell,"clkdlybuf4s50_1",
setup_path,arrival,1.01,ns
timing,skew,0.00206,ns
logic_synthesis,synth_seq_share,51.2,%
routing,routedWlPerCell,5.45,µm
pwr,ir_drop,218,µV
timing,tightest_slew,0.278,ns
clocking,clk_pin_slew,0.04,ns
setup_path,cp-endpoint,"cnt_of_10",
setup_path,path_buffers,1,
place,dpl-instance-area,293,µm²
timing,tns,0,ns
grt,antenna_found_initial,0,
timing,setup_viol,0,
routing,drt_iter0_markers,3,
routing,drcViolationCount,0,
## sequential cells by signal, summed over array words and instances, names as in the netlist
signal	flops
count	4
cnt_of_10	1
## per-stage QoR
step	worst slack (ns)	hold slack, ns	power (mW)	cells	utilization (%)
after detailed placement	0.387	0.476	0.166	70	8.57
final	0.269	0.486	0.307	75	9.41
after CTS	0.252	0.487	0.311	74	9.34
after global placement	0.422	0.463	0.163	70	8.57
after floorplan	0.488	0.389	0.156	22	-
after global routing	0.210	0.530	0.332	74	9.34
## how the worst min path moves through the flow
stage         from       end  slack, ns  cells past startpoint
4_1_cts   count[0]  count[0]       0.49                      1
5_1_grt   count[0]  count[0]       0.53                      1
6_report  count[0]  count[0]       0.49                      1
## cell type report
cell class / instances / area (µm²)
tap: 46 / 57.6
timing repair buffer: 2 / 20.0
fill: 399 / 3090
inverter: 2 / 7.51
multi-input combinational: 15 / 97.6
sequential: 5 / 110
antenna: 1 / 2.50
clock buffer: 4 / 26.3
## cells by family after synthesis
group | synth area share (%)
AND-OR/OR-AND | 7.56
adder cells (fa/ha/maj) | 11.6
buffers and inverters | 3.49
flip-flops | 51.2
AND/OR/NAND/NOR | 26.2
## metal layers
metal	share of wire, %	up-vias	global-route usage [%]
li1	-	87	-
met2	32	6	1.52
met4	0	0	0.352
met5	0	-	0
met1	43	77	1.54
met3	25	0	2.61
## power by group
group | total, mW | switching [mW] | internal, mW
sequential | 0.145 | 0.00813 | 0.136
combinational | 0.0192 | 0.00860 | 0.0106
clock | 0.143 | 0.0489 | 0.0941
total | 0.307 | 0.0656 | 0.241
## cell usage after synthesis
cell type / count / share of area (%)
a31oi_1: 1 / 2.9
a21oi_1: 1 / 2.3
nand3_1: 1 / 2.3
or2b_1: 1 / 3.5
nand2_1: 2 / 3.5
inv_1: 2 / 3.5
nand4b_1: 1 / 4.1
nand3b_1: 1 / 3.5
dfxtp_1: 4 / 37
o21ai_0: 1 / 2.3
or3b_1: 1 / 4.1
edfxtp_1: 1 / 14
ha_1: 2 / 12
nor2_1: 3 / 5.2
No activity file was given, so power comes from the tool's default toggle rates.
